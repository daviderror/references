--- ./config.mk ---
export PLATFORM = sky130hd
export DESIGN_NAME = heart_beat
export DESIGN_NICKNAME = heart_beat
export VERILOG_FILES = /design/flow/design.v
export SDC_FILE = /design/flow/constraint.sdc
export NUM_CORES = 4
export LEC_CHECK = 1
export CORE_UTILIZATION = 40
--- ./constraint.sdc ---
current_design heart_beat

set clk_period 5.8
set clk_io_pct 0.2

create_clock -name clk0 -period $clk_period [get_ports {i_clk}]

set non_clock_inputs [all_inputs -no_clocks]
set_input_delay [expr $clk_period * $clk_io_pct] -clock clk0 $non_clock_inputs
set_output_delay [expr $clk_period * $clk_io_pct] -clock clk0 [all_outputs]
--- ./design.v ---
`timescale 1ns / 10ps
module heart_beat #
(
    parameter integer SPEED_GRADE   = 2,
    parameter         IS_DEBUG      = "false",
    parameter         IS_BLINK      = "false"
)
(
    input  logic i_clk,
    input  logic i_s_rst_n,
    output logic o_heart_beat
);
    localparam integer                RATE            = (IS_DEBUG == "true") ? 120 : 120_000_000;
    localparam integer                MAX_COUNTER_VAL = RATE / (((SPEED_GRADE != 2 ) && 
                                                                 (SPEED_GRADE != 3 ) &&
                                                                 (SPEED_GRADE != 5 ) &&
                                                                 (SPEED_GRADE != 6 )) ? 2 : SPEED_GRADE);
    localparam integer                COUNTER_WIDTH   = $clog2(MAX_COUNTER_VAL);
    localparam [COUNTER_WIDTH - 1: 0] CMP_COUNTER_VAL = MAX_COUNTER_VAL - 1'h1;
    logic                        heart_beat;
    logic                        mask;
    logic [COUNTER_WIDTH - 1: 0] counter;
    assign o_heart_beat = heart_beat & ((IS_BLINK == "true") ? '1 : mask);
    always_ff @ (posedge i_clk) begin
        if (i_s_rst_n == '0) begin
            counter    <= '0;
            heart_beat <= '0;
        end
        else begin
            if (counter == CMP_COUNTER_VAL) begin
                heart_beat <= !heart_beat;
                counter    <= '0;
            end
            else begin
                counter++;
            end  
        end
    end
    generate 
         if (IS_BLINK == "false") begin
             localparam integer                MASK_COUNTER_PRE     = 4;
             localparam integer                MASK_MAX_COUNTER_VAL = (MAX_COUNTER_VAL / MASK_COUNTER_PRE);
             localparam integer                MASK_COUNTER_WIDTH   = $clog2(MASK_MAX_COUNTER_VAL);
             localparam [COUNTER_WIDTH - 1: 0] MASK_CMP_COUNTER_VAL = MASK_MAX_COUNTER_VAL - 1'h1;
             logic [MASK_COUNTER_WIDTH - 1: 0] mask_counter;
             always_ff @ (posedge i_clk) begin
                 if (i_s_rst_n == '0) begin
                     mask <= '0;
                     mask_counter <= '0;
                 end
                 else begin
                     if (mask_counter == MASK_CMP_COUNTER_VAL) begin
                         mask         <= !mask;
                         mask_counter <= '0;
                     end  
                     else begin
                         mask_counter++;
                     end
                 end
             end
         end
    endgenerate
endmodule
--- ./run.sh ---
#!/bin/bash
# OpenROAD 26Q1-2900-gdf79404cd8, Yosys 0.63+post, stock flow scripts
make -C /OpenROAD-flow-scripts/flow DESIGN_CONFIG=/design/flow/config.mk WORK_HOME=/design/flow/orfs finish
==> impl_metrics.py <==
# Synthesis and PnR figures
metrics = {
    "final_timing": {
        "final_hold_viol_count": 0,
        "fmax_ghz": 0.411,
        "setup_tns_ns": 0,
        "finalSetupViolCount": 0,
        "finalMaxSlewViolations": 0,
        "post-route-period-util_pct": 41.9,
        "slew_headroom_pct": 51.4,
        "layout_min_cycle_time_ns": 2.43,
        "skew_ns": 0.00734,
        "rsz0062_at_grt": "false",
        "worstMarginPinSlew_ns": 0.725,
    },
    "synthesis": {
        "yosys-top-cells-count": "52 x dfxtp_1, 27 x a21oi_1, 25 x nor2_1, 22 x nand3_1, 17 x nand2_1",
        "ys_sh_simple_pct": 31.6,
        "async_reset_ff_share_pct": 0,
        "numSynthFlops": 52,
        "synthesis.area_um2": 2470,
        "edf_count": 0,
        "netlist_instances": 291,
        "yosysWarningCount": 1,
        "top_logic_kind": "simple AND/OR/NAND/NOR gates",
        "postSynthAreaPerCell_um2": 8.50,
        "yosysMostFrequentCell": "dfxtp_1",
        "ys_area_um2": 2470,
        "ys_types": 39,
        "ys_seq_share_pct": 42.1,
        "ys_cells": 291,
        "area_leaders": "dfxtp_1 42%, a21oi_1 5.5%, o31ai_1 4.9%, or4_1 4.9%, nand3_1 4.5%",
        "aoi_share_pct": 14.9,
        "yosys.area.top_type_share_pct": 42.1,
        "ys_sh_adder_pct": 1.01,
        "ys.flop_type": "dfxtp_1",
        "yosysTopAreaCell": "dfxtp_1",
        "ys_sh_mux_pct": 0,
        "ys_sh_xor_pct": 7.09,
    },
    "global_routing": {
        "grt_antenna_before_repair": 0,
        "grt_overflow": 0,
        "grt_start_max_net_pins": 25,
        "grt_usage_pct": 16.5,
        "grt_pass1_wl_um": 8370,
        "first_global_vias": 1823,
    },
    "detailed_routing": {
        "antenna-diode-count": 0,
        "ant_nets": 0,
        "wl_per_cell_um": 13.0,
        "viasPerCell": 5.65,
        "vias": 2078,
        "drt-total-wl_um": 4770,
        "drtIter0Drc": 80,
        "drc_errors": 0,
        "drtPass1Iterations": 4,
    },
    "cells_and_area": {
        "final_cell_area_um2": 2650,
        "drive_gt1_share_pct": 6.83,
        "fill_cells": 595,
        "fin_util_pct": 44.5,
        "syn_to_final_growth_pct": 7.19,
    },
    "cts": {
        "cts_tree": "done",
        "cts-resized-gates": 0,
        "htree_num_levels": 2,
        "cts_setup_buffers": 0,
        "cts_hold_buf": 0,
        "clock-sinks": 52,
        "numCtsBuffers": 5,
        "insertion_delay_ns": 0.31,
        "cts_buffer_depth": 2,
        "root_buffer": "clkbuf_8",
        "path_clk_slew_ns": 0.10,
    },
    "placement": {
        "port_buffers": 2,
        "placed_area_um2": 2560,
        "hpwl_um": 3310,
        "routabilityCongestion": 0.836,
    },
    "run": {
        "tool_warnings": 25,
        "cap_violations": 0,
    },
    "power_and_ir_drop": {
        "cellPowerDensity_nw_per_um2": 223,
        "peakVddDrop_uv": 133,
        "p_leak_nw": 0.774,
    },
    "floorplan": {
        "die-area_um2": 6500,
        "row_count": 28,
        "io_pins": 3,
        "die_y_um": 80.6,
        "coreArea_um2": 5960,
        "die_w_um": 80.6,
        "fp_util_pct": 41.5,
    },
    "worst_setup_path": {
        "cp-end-kind": "primary output",
        "worstPathMaxFanout": 3,
        "cp-start-kind": "register",
        "path_class": "reg2out",
        "rrSetupSlack_ns": 3.40,
        "cp_slowest_stage_delay_ns": 0.46,
        "slowest_stage": "clkdlybuf4s50_1",
        "crit_chain": "and2_1, clkdlybuf4s50_1",
        "critPathRequiredTime_ns": 4.64,
        "cp.arrival_ns": 1.27,
    },
    "min_path": {
        "hold_path.class": "reg2reg",
    },
    "status": {
        "outcome": "completed",
    },
}
report_power, final:
part / internal, mW / total (mW) / switching [mW]
sequential: 0.361 / 0.366 / 0.00498
clock: 0.0866 / 0.209 / 0.123
combinational: 0.00604 / 0.0163 / 0.0103
layout by cell type (no fill, tap or decap), drive strengths merged, types with 4 or more instances in the layout:
master / n
a21oi: 28
inv: 9
nor3: 6
and2: 4
nand4: 11
nor2: 25
o21ai: 12
dfxtp: 52
and3: 8
or3: 9
nor4b: 5
or4: 18
clkbuf: 5
nand2: 17
nand3: 22
xnor2: 11
xor2: 9
o31ai: 17
worst paths after layout:
| kind | start | to | cells after the start |
|---|---|---|---|
| worst min register to register | counter[0] | counter[0] | 1 |
| worst min-delay path | counter[0] | counter[0] | 1 |
| worst max register to register | counter[3] | counter[25] | 4 |
| worst max-delay path | heart_beat | o_heart_beat | 2 |
state kept, by name, indices dropped and copies added (netlist names):
signal / cells
counter: 26
mask: 1
genblk1.mask_counter: 24
heart_beat: 1
cell families (layout without fill, tap and decap cells):
group | count (synthesis) | count (layout)
and+or+nand+nor | 137 | 137
AOI/OAI and AO/OA | 61 | 61
DFF | 52 | 52
xor gates and xnor gates | 20 | 20
buffers and inverters | 19 | 21
adders and majority gates | 2 | 2
routing by layer:
| metal | track usage [%] | share of wire, % | wire, µm |
|---|---|---|---|
| met1 | 25.7 | 53 | 2550 |
| met4 | 1.43 | 0.65 | 31 |
| met5 | 0 | 0 | 0 |
| met3 | 3.46 | 2.5 | 118 |
| met2 | 24.8 | 43 | 2070 |
worst max-delay path, delay by kind of cell (launching register included):
family	cells	cell delay, ns
and+or+nand+nor	1	0.15
DFF	1	0.35
buffers and inverters	1	0.46
final cells by class:
class,count,area [µm²],share of cell area (%)
sequential,52,1040,39.3
tap,75,93.8,3.54
multi-input combinational,220,1360,51.1
clock inverter,3,22.5,0.850
timing repair buffer,4,35.0,1.32
clock buffer,5,68.8,2.60
inverter,9,33.8,1.27
stage by stage:
stage | power (mW) | cells | setup WS, ns | hold slack [ns]
2_1_floorplan | 0.385 | 291 | 3.80 | 0.437
3_3_place_gp | 0.390 | 360 | 3.44 | 0.449
3_5_place_dp | 0.391 | 360 | 3.41 | 0.460
4_1_cts | 0.600 | 368 | 3.35 | 0.484
5_1_grt | 0.620 | 368 | 3.19 | 0.509
6_report | 0.591 | 368 | 3.37 | 0.480
Power is estimated from default activity; no workload was simulated.
